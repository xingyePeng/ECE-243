### flow/run.sh
#!/bin/bash
# OpenROAD 26Q1-2900-gdf79404cd8, Yosys 0.63+post, stock flow scripts
make -C /OpenROAD-flow-scripts/flow DESIGN_CONFIG=/design/flow/config.mk WORK_HOME=/design/flow/orfs finish
### flow/config.mk
export PLATFORM = sky130hd
export DESIGN_NAME = Adder12
export DESIGN_NICKNAME = Adder12
export VERILOG_FILES = /design/flow/design.v
export SDC_FILE = /design/flow/constraint.sdc
export NUM_CORES = 4
export LEC_CHECK = 1
export CORE_AREA = 10 10 70 70
export DIE_AREA = 0 0 80 80
### flow/constraint.sdc
current_design Adder12

set clk_period 6.8
set clk_io_pct 0.2

create_clock -name clk0 -period $clk_period

set non_clock_inputs [all_inputs -no_clocks]
set_input_delay [expr $clk_period * $clk_io_pct] -clock clk0 $non_clock_inputs
set_output_delay [expr $clk_period * $clk_io_pct] -clock clk0 [all_outputs]
### flow/design.v
`timescale 1ns / 1ps
module Adder12(A, B, Cin, S, Co );
    input [11:0] A, B;
    input Cin;
    output reg [11:0] S;
    output reg Co;
  always @(A,B,Cin) begin
     {Co, S}=A+B+Cin;
end
endmodule
==> flow_metrics.tcl <==
# collected from the flow reports
set metrics [dict create \
    required_ns 5.44 \
    ir_drop_v 0.0000240 \
    die_h_um 80 \
    yosysUniqueCellTypes 36 \
    fin_area_um2 1070 \
    cp_top_family "AND-OR/OR-AND gates" \
    ys_top_cells_by_area "ha_1 (21%), a21o_1 (7.0%), xnor2_1 (6.8%)" \
    grt_overflow 0 \
    postRouteAntennaNets 0 \
    core-area_um2 3420 \
    worst-setup-path-type "in2out" \
    ff_count 0 \
    slew_violations 0 \
    ctsHoldBuffers 0 \
    fp.dieW_um 80 \
    vias_per_cell 4.65 \
    cp_max_fo 3 \
    total_power_w 0.000102 \
    min-delay-start "Cin" \
    track_usage_pct 5.92 \
    pwr_density_cell_nw_per_um2 95.3 \
    drc 0 \
    drt-wirelength-per-cell_um 12.5 \
    max-cap-violations 0 \
    finalHoldViolCount 0 \
    critPathSlowestCell "fa_1" \
    dieArea_um2 6400 \
    ff_latch_area_um2 0 \
    avgSynthCellArea_um2 7.79 \
    hpwl_mm 1.81 \
    fmax_mhz 184 \
    slew-limit-headroom_pct 64.3 \
    netlist.area_leader.share_pct 21.3 \
    n_clock_buffer 0 \
    yosys_area_um2 647 \
    worstPathCellList "clkdlybuf4s50_1, fa_1, fa_1, a211oi_1, o21ai_0, a31o_2, a31o_2, clkdlybuf4s50_1" \
    via_count 762 \
    nFillCells 384 \
    status "completed" \
    boundaryPins 38 \
    hold_depth 3 \
    synth_area_um2 647 \
    period_needed_ns 5.43 \
    power_leakage_nw 0.438 \
    largest_area_cell "ha_1" \
    syn_to_final_growth_pct 64.8 \
    ys_seq_share_pct 0 \
    antenna_found_initial 0 \
    rsz0062_at_grt "no" \
    drive_gt1_share_pct 4.24 \
    hold_path_class "in2out" \
    gp_congestion 0.806 \
    setup_viol 0 \
    grt_pass1_wl_mm 3.23 \
    mostFrequentLayoutCell "clkdlybuf4s50_1" \
    holdWs_ns 3.80 \
    placed_area_um2 1070 \
    rows 21 \
    lay_top_cells "clkdlybuf4s50_1 (38), ha_1 (11), a21oi_1 (7)" \
    post-route-period-util_pct 79.9 \
    synth_stat.cells 83 \
    synthCells 83 \
    ys_warn_count 1 \
    grt_pass1_vias 696 \
    worst_pin_slew_ns 0.531 \
    cpPeakStageDelay_ns 0.46 \
    drt-pass1-iter-count 4 \
    grt_max_degree 11 \
    worstPathArrival_ns 4.07 \
    cp-end-kind "output pin" \
    n_antenna_cell 0 \
    drtIter0Drc 29 \
    cts_resized 0 \
    routed_wl_mm 2.06 \
    hold-path-endpoint "S[0]" \
    worstSetupStartpointType "input pin" \
    io_buffers 38 \
    path_buffers 2 \
    cts_setup_buffers 0 \
    warnings 32 \
    fp_util_pct 18.9 \
    final.setup.tns_ns 0 \
    final_util_pct 31.2 \
]
==> metal layers <==
layer	part of all wire [%]	global-route usage, %	vias up	wire [um]
met2	37	8.91	39	763
met3	9.3	0.795	0	192
li1	-	-	396	-
met1	53	9.13	327	1100
met4	0	0	0	0
met5	0	0	-	0
==> worst max-delay path by stage <==
stage / start / endpoint / depth (start not counted)
global route: A[0] / Co / 8
CTS: A[0] / Co / 8
finish: A[0] / Co / 8
==> cells by family (layout without fill, tap and decap cells) <==
logic type      count (synthesis)  after routing  share of synthesized area [%]
simple gates                   27             27                           24.6
compound gates                 30             30                           32.9
xor+xnor                        7              7                           9.48
fa+ha+maj                      13             13                           27.5
buf+inv                         5             40                           4.06
mux                             1              1                           1.55
==> cells in the mapped netlist, types with 2 or more instances <==
master / instances
ha_1: 11
xnor2_1: 5
a21o_1: 6
xor2_1: 2
nor2_1: 5
a31o_2: 2
nand3_1: 4
o21ai_0: 3
inv_1: 2
a21oi_1: 7
nand2b_1: 4
fa_1: 2
clkbuf_1: 2
o311ai_0: 2
or4_1: 2
nand2_1: 3
a2111oi_0: 2
==> power by group <==
part           switching (W)  internal (W)  leakage [nW]  total (W)
clock network              0             0             0          0
logic              0.0000375     0.0000641         0.438   0.000102
registers                  0             0             0          0
total              0.0000375     0.0000641         0.438   0.000102
==> stage by stage <==
stage / worst slack (ns) / cells
3_5_place_dp: 1.38 / 164
5_1_grt: 1.25 / 164
3_3_place_gp: 1.37 / 164
4_1_cts: 1.35 / 164
6_report: 1.37 / 164
2_1_floorplan: 2.37 / 83
==> final cells by class <==
class                           count  area (um2)  area share (%)
Inverter                            2        7.51           0.704
Multi-Input combinational cell     78         621            58.2
Tap cell                           46        57.6            5.40
Timing Repair Buffer               38         380            35.7
Power is estimated from default activity; no workload was simulated.
