## ./constraint.sdc

```tcl
current_design HLSM

set clk_period 4.6
set clk_io_pct 0.2

create_clock -name clk0 -period $clk_period [get_ports {Clk}]

set non_clock_inputs [all_inputs -no_clocks]
set_input_delay [expr $clk_period * $clk_io_pct] -clock clk0 $non_clock_inputs
set_output_delay [expr $clk_period * $clk_io_pct] -clock clk0 [all_outputs]
```

## ./run.sh

```bash
#!/bin/bash
# OpenROAD 26Q1-2900-gdf79404cd8, Yosys 0.63+post, stock flow scripts
make -C /OpenROAD-flow-scripts/flow DESIGN_CONFIG=/design/flow/config.mk WORK_HOME=/design/flow/orfs finish
```

## ./design.v

```verilog
`timescale 1ns / 1ps
module HLSM(Clk,Rst,go,count,done);
    input Clk,Rst,go;
    output reg [4:0] count;
    output reg done;
    reg [3:0] state,statenext;
    parameter SA=1,SB=2,SC=3,SD=4,SE=5,SF=6,SG=7,SH=8;
    reg [7:0] temp;
    reg [4:0] i;
    reg R_en, W_en;
    reg [3:0] R_Addr, W_Addr;
    wire [7:0] R_Data;
    reg [7:0] W_Data;
  (* mark_debug = "true" *)   wire [7:0] debug_Reg0;
  (* mark_debug = "true" *)    wire [7:0] debug_Reg1;
  (* mark_debug = "true" *)   wire [7:0] debug_Reg2;
  (* mark_debug = "true" *)   wire [7:0] debug_Reg3;
  (* mark_debug = "true" *)   wire [7:0] debug_Reg4;
  (* mark_debug = "true" *)   wire [7:0] debug_Reg5;
  (* mark_debug = "true" *)  wire [7:0] debug_Reg6;
  (* mark_debug = "true" *)  wire [7:0] debug_Reg7;
  (* mark_debug = "true" *)  wire [7:0] debug_Reg8;
  (* mark_debug = "true" *)  wire [7:0] debug_Reg9;
  (* mark_debug = "true" *)  wire [7:0] debug_Reg10;
  (* mark_debug = "true" *)  wire [7:0] debug_Reg11;
  (* mark_debug = "true" *)  wire [7:0] debug_Reg12;
  (* mark_debug = "true" *)  wire [7:0] debug_Reg13;
  (* mark_debug = "true" *)  wire [7:0] debug_Reg14;
  (* mark_debug = "true" *)  wire [7:0] debug_Reg15;
     RegFile16x8 a1(R_Addr, W_Addr, R_en, W_en, R_Data, W_Data, Clk, Rst, debug_Reg0,debug_Reg1,debug_Reg2, debug_Reg3,debug_Reg4, debug_Reg5, debug_Reg6, debug_Reg7,debug_Reg8,debug_Reg9, debug_Reg10,debug_Reg11, debug_Reg12, debug_Reg13,debug_Reg14, debug_Reg15);
 always @(state, i, R_Data) begin
            R_Addr <= 0;
            W_Addr <= 0;
            W_Data <= 0;
            if(state==SD) begin
                R_Addr<=i[3:0];
            end
            else if (state==SF)begin
                 W_Addr<=i[3:0];
                 W_Data<=temp-48;
            end
          end
           always @ (posedge Clk)
           begin
                if(Rst==1) begin
                   state<=SA;
                end
                else begin
                   state<=statenext;
                end
               case(state)
                   SB:begin
                      i<=0;
                      count<=0;
                   end
                   SD:begin
                      temp<=R_Data;
                   end
                   SF:begin
                      count<=count+1;
                   end
                   SG:begin
                      i<=i+1;
                   end
                 endcase
        end
              always @ (*)begin
                   R_en<=0;
                   W_en<=0;
                   done<=0;
                   case(state)
                   SA:begin
                      if(go==1) statenext<=SB;
                      else statenext<=SA;
                   end
                   SB:begin
                      statenext<=SC;
                   end
                   SC: begin
                      if(i<16)
                        statenext<=SD;
                      else
                        statenext<=SH;
                    end
                    SD:begin
                       R_en<=1;
                       statenext<=SE;
                    end
                    SE:begin
                       if((temp>47)&&(temp<58))
                       statenext<=SF;
                       else
                       statenext<=SG;
                    end
                    SF: begin
                        W_en<=1;
                        statenext<=SG;
                    end
                    SG:begin
                         statenext<=SC;
                    end
                    SH:begin
                         done<=1;
                         statenext<=SA;
                     end
                   endcase
              end
endmodule
`timescale 1ns / 1ps
module RegFile16x8(R_Addr, W_Addr, R_en, W_en, R_Data, W_Data, Clk, Rst,debug_Reg0,debug_Reg1,debug_Reg2,debug_Reg3,debug_Reg4,debug_Reg5,debug_Reg6,debug_Reg7,debug_Reg8,debug_Reg9,debug_Reg10,debug_Reg11,debug_Reg12,debug_Reg13,debug_Reg14,debug_Reg15);
input [3:0] R_Addr, W_Addr;
   input Clk, Rst, R_en, W_en;
   output reg [7:0] R_Data;
   output [7:0] debug_Reg0;
   output [7:0] debug_Reg1;
    output [7:0] debug_Reg2;
     output[7:0] debug_Reg3;
      output[7:0] debug_Reg4;
       output[7:0] debug_Reg5;
        output[7:0] debug_Reg6;
         output[7:0] debug_Reg7;
          output[7:0] debug_Reg8;
           output[7:0] debug_Reg9;
            output[7:0] debug_Reg10;
             output[7:0] debug_Reg11;
              output[7:0] debug_Reg12;
               output[7:0] debug_Reg13;
               output[7:0] debug_Reg14;
               output[7:0] debug_Reg15;
                  input [7:0] W_Data;
  (* mark_debug = "true" *)   reg [7:0] RegFile [0:15];     
   always @(posedge Clk) begin
      if (Rst == 1) begin
        RegFile[0] <= 8'd48;  
        RegFile[1] <= 8'd53;
        RegFile[2] <= 8'd68;  
        RegFile[3] <= 8'd57;
        RegFile[4] <= 8'd55;  
        RegFile[5] <= 8'd59;
        RegFile[6] <= 8'd40;  
        RegFile[7] <= 8'd49;
        RegFile[8] <= 8'd31;
        RegFile[9] <= 8'd38;
        RegFile[10] <= 8'd54; 
        RegFile[11] <= 8'd50;
        RegFile[12] <= 8'd63; 
        RegFile[13] <= 8'd58;
        RegFile[14] <= 8'd70; 
        RegFile[15] <= 8'd51;
 end              
else if (W_en==1) begin
            RegFile[W_Addr] <= W_Data;
end
   end
   always @(*) begin
      if (R_en==1)
         R_Data <= RegFile[R_Addr];
else
         R_Data <= 8'bZZZZZZZZ;
   end
   assign debug_Reg0=RegFile[0];
   assign debug_Reg1=RegFile[1];
    assign debug_Reg2=RegFile[2];
     assign debug_Reg3=RegFile[3];
      assign debug_Reg4=RegFile[4];
       assign debug_Reg5=RegFile[5];
        assign debug_Reg6=RegFile[6];
         assign debug_Reg7=RegFile[7];
          assign debug_Reg8=RegFile[8];
           assign debug_Reg9=RegFile[9];
            assign debug_Reg10=RegFile[10];
             assign debug_Reg11=RegFile[11];
              assign debug_Reg12=RegFile[12];
               assign debug_Reg13=RegFile[13];
                assign debug_Reg14=RegFile[14];
                 assign debug_Reg15=RegFile[15];
endmodule
```

## ./config.mk

```make
export PLATFORM = sky130hd
export DESIGN_NAME = HLSM
export DESIGN_NICKNAME = HLSM
export VERILOG_FILES = /design/flow/design.v
export SDC_FILE = /design/flow/constraint.sdc
export NUM_CORES = 4
export LEC_CHECK = 1
export CORE_UTILIZATION = 50
```

==> job_summary.md <==
## Implementation flow summary

| Metric | Value |
|---|---|
| Status | `completed` |
| Register pins left without a clock | `4` |
| Area reported by Yosys stat | `6551 sq um` |
| Final WL | `approximately 15000 um` |
| Critical path type | `in -> reg` |
| Row count | `41` |
| Setup Skew | `approximately 0.0076 ns` |
| Dominant logic cell types in the final layout | `129 x edfxtp_1, 82 x nor2_1, 66 x nand2_1` |
| Crit-path slowest cell | `clkdlybuf4s50_1` |
| Worst setup EP type | `flip-flop` |
| Reg clk slew, reported paths | `0.06 ns` |
| Fill cells | `around 1100` |
| Initial antenna violation count | `0` |
| Top cell area share | `roughly 59%` |
| Leading area contributor after synthesis | `edfxtp_1` |
| Final setup viols | `0` |
| Slew headroom | `around 38%` |
| WP data required | `4.69 ns` |
| Max-cap violations | `0` |
| Most numerous logic cell after layout | `edfxtp_1` |
| H-tree Lvls | `4` |
| Flops after synth | `around 140` |
| Setup TNS | `0 ns` |
| Area Growth Syn to Fin | `10.92%` |
| Register Area | `4014 sq um` |
| HP Class | `reg -> reg` |
| Fmax | `about 0.33 GHz` |
| Yosys cell count | `approximately 550` |
| Startpoint types | `input pin` |
| DP Wirelength | `a little under 10000 um` |
| Chip area | `roughly 14000 sq um` |
| Average size of a mapped cell | `approximately 12 sq um` |
| Fraction of layout instances using a drive strength above 1 | `11.01%` |
| GRT Residual Overflow | `0` |
| Global-route usage over all layers | `approximately a quarter` |
| Worst skew pair latency | `around 0.42 ns` |
| Synth async-reset ratio | `0%` |
| FP Util | `51.49%` |
| Largest stage delay, worst path | `0.83 ns` |
| Worst-path cell chain | `clkdlybuf4s50_1, buf_4, nor4_4, nand3_1, nand2b_1` |
| Antenna diodes | `0` |
| CTS resizes | `0` |
| Detail-routed via count per cell | `5.752` |
| CP max FO | `18` |
| Antenna Nets Post-Route | `0` |
| Number of I/O port buffers | `8` |
| Endpoints left unconstrained | `4` |
| Cell Type Count | `approximately 48` |
| Top area cell types | `edfxtp_1 59%, mux2i_1 6.4%, nor2_1 4.7%` |
| 1st-iter DRT viols | `369` |
| Number of warnings in the stage logs | `27` |
| Vias in the first global route | `just under 4000` |
| Multi-input logic area | `between 2000 and 2500 sq um` |
| WP data arrival | `roughly 3 ns` |
| Min Tclk post-route | `between 3 and 4 ns` |
| IO Count | `9` |
| CTS tree | `yes` |
| Routability cong. | `0.8892` |
| Warnings, synthesis | `3` |
| PD cells | `between 300 and 400 nW/um^2` |
| Leak | `between 2 and 2.5 nW` |
| Die X | `~120 um` |
| DRT Pass-1 Iters | `5` |
| First-pass GRT wire length | `around 22000 um` |
| Pins Over Slew Limit | `0` |
| TritonCTS buffer count | `17` |
| Dominant Register Cell | `edfxtp_1` |
| Post-layout period usage of the worst path | `65.22%` |
| Hold buffer count at CTS | `0` |
| Min setup slack post-route | `about 1.6 ns` |
| Die Ht | `roughly 120 um` |
| Layout Utilization | `a little under three fifths` |
| Mapped Area | `~6600 sq um` |
| Hold Violations, Final | `0` |
| Worst-case vdd ir drop | `slightly below 300 uV` |
| Clock root buffer | `clkbuf_16` |
| Longest Clk Path Bufs | `2` |
| RSZ-0062 raised after global routing | `false` |
| Count of library flops with an enable pin | `between 100 and 150` |
| Post-route DRC | `0` |
| Postcts setup bufs | `0` |
| Routed len/inst | `20.27 um` |
| Post-Synthesis Cells | `approximately 550` |
| DP Worst Slack | `around 1.2 ns` |
| Vias post-DR | `between 4000 and 5000` |
| Worst slew pin tran | `0.9353 ns` |
| Placeable Area | `about 13000 sq um` |
| Largest net degree at the start of global routing | `51` |
layout make-up:
cell class / count / share of cell area (%)
Clock buffer: 17 / 5.854
Tap cell: 172 / 2.961
Inverter: 5 / 0.4304
Multi-Input combinational cell: 366 / 31.30
Timing Repair Buffer: 14 / 1.722
Sequential cell: 137 / 55.23
Clock inverter: 15 / 2.497
critical path, delay by kind of cell:
kind | cells | cell delay [ns]
buffers and inverters | 2 | 1.20
AND/OR/NAND/NOR | 3 | 0.96
registers in the layout, indices dropped and copies added (netlist names):
register	flops
state	4
count	5
temp	7
a1.RegFile	112
statenext	4
i	5
Yosys cell counts (all sizes together) (6+ instances only):
| library cell | n |
|---|---|
| a221oi | 7 |
| edfxtp | 129 |
| xor2 | 6 |
| a221o | 7 |
| nand2b | 24 |
| nand3 | 27 |
| nor2 | 82 |
| a22oi | 7 |
| nor3 | 16 |
| mux2i | 42 |
| nand4 | 8 |
| buf | 21 |
| mux2 | 7 |
| and2 | 10 |
| o211ai | 14 |
| clkbuf | 19 |
| nand2 | 66 |
| nor2b | 8 |
worst paths after layout:
kind / endpoint / start / cells after the start / slack (ns)
worst min register to register: temp[5] / a1.RegFile[0][5] / 2 / 0.57
worst max register to register: a1.RegFile[7][6] / state[2] / 4 / 1.89
worst max-delay path: a1.RegFile[3][3] / Rst / 5 / 1.60
worst min-delay path: temp[5] / a1.RegFile[0][5] / 2 / 0.57
kinds of logic after synthesis:
| logic type | synth area share, % |
|---|---|
| xor+xnor | 1.471 |
| simple gates | 19.12 |
| buf+inv | 4.011 |
| latches | 0.9168 |
| flops | 60.35 |
| mux | 7.620 |
| fa+ha+maj | 0.7640 |
| compound gates | 5.749 |
report_power, final:
part	total [mW]	switching (mW)	internal (mW)
registers	1.36	0.0111	1.35
clock network	1.36	0.509	0.854
logic	0.0672	0.0446	0.0226
total	2.79	0.564	2.22
per-stage QoR:
stage / instances / area (sq um) / power [mW] / hold slack [ns]
after floorplan: 548 / 6551 / 1.427 / 0.5383
after global placement: 694 / 6660 / 1.447 / 0.5580
after detailed placement: 694 / 6660 / 1.449 / 0.5627
after CTS: 726 / 7267 / 2.806 / 0.5732
after global routing: 726 / 7267 / 2.868 / 0.6183
final: 726 / 7267 / 2.786 / 0.5674
routing by layer:
| layer | GRT usage, % | vias to the layer above | share of wire (%) |
|---|---|---|---|
| li1 | - | 1982 | - |
| met1 | 40.36 | 2019 | 45 |
| met2 | 36.88 | 142 | 46 |
| met3 | 6.554 | 33 | 6.3 |
| met4 | 6.581 | 0 | 2.8 |
| met5 | 0 | - | 0 |
Power figures rest on the tool's default switching activity, not on a simulated workload.
