File: ./run.sh
#!/bin/bash
# OpenROAD 26Q1-2900-gdf79404cd8, Yosys 0.63+post, stock flow scripts
make -C /OpenROAD-flow-scripts/flow DESIGN_CONFIG=/design/flow/config.mk WORK_HOME=/design/flow/orfs finish
File: ./config.mk
export PLATFORM = sky130hd
export DESIGN_NAME = Top_Level_Design
export DESIGN_NICKNAME = Top_Level_Design
export VERILOG_FILES = /design/flow/design.v
export SDC_FILE = /design/flow/constraint.sdc
export NUM_CORES = 4
export LEC_CHECK = 1
export CORE_UTILIZATION = 50
File: ./constraint.sdc
current_design Top_Level_Design

set clk_period 3.8
set clk_io_pct 0.2

create_clock -name clk0 -period $clk_period [get_ports {CLK100MHZ}]

set non_clock_inputs [all_inputs -no_clocks]
set_input_delay [expr $clk_period * $clk_io_pct] -clock clk0 $non_clock_inputs
set_output_delay [expr $clk_period * $clk_io_pct] -clock clk0 [all_outputs]
File: ./design.v
`timescale 1ns / 1ps
module SevenSegment(SW,CA,CB,CC,CD,CE,CF,CG);
    input  [3:0] SW;   
    output reg CA,CB,CC,CD,CE,CF,CG; 
        always @(SW) 
        begin
        case(SW) 
         4'b0000:
         begin 
             CA<=0;
             CB<=0;
             CC<=0;
             CD<=0;
             CE<=0;
             CF<=0;
             CG<=1;
      end
          4'b0001:
           begin 
            CA<=1;
             CB<=0;
             CC<=0;
             CD<=1;
             CE<=1;
             CF<=1;
             CG<=1;
      end
         4'b0010:
           begin 
            CA<=0;
             CB<=0;
             CC<=1;
             CD<=0;
             CE<=0;
             CF<=1;
             CG<=0;
      end
         4'b0011:
          begin 
            CA<=0;
             CB<=0;
             CC<=0;
             CD<=0;
             CE<=1;
             CF<=1;
             CG<=0;
      end
         4'b0100:  
         begin 
            CA<=1;
             CB<=0;
             CC<=0;
             CD<=1;
             CE<=1;
             CF<=0;
             CG<=0;
      end
         4'b0101:   
          begin 
            CA<=0;
             CB<=1;
             CC<=0;
             CD<=0;
             CE<=1;
             CF<=0;
             CG<=0;
      end
         4'b0110:   
          begin 
            CA<=0;
             CB<=1;
             CC<=0;
             CD<=0;
             CE<=0;
             CF<=0;
             CG<=0;
      end
         4'b0111:    
         begin 
            CA<=0;
             CB<=0;
             CC<=0;
             CD<=1;
             CE<=1;
             CF<=1;
             CG<=1;
      end
         4'b1000:
         begin 
            CA<=0;
             CB<=0;
             CC<=0;
             CD<=0;
             CE<=0;
             CF<=0;
             CG<=0;
      end
         4'b1001:
         begin 
            CA<=0;
             CB<=0;
             CC<=0;
             CD<=0;
             CE<=1;
             CF<=0;
             CG<=0;
     end
    endcase
end
endmodule
`timescale 1ns / 1ps
module Button(clk,a,reset,p);
input clk;
input a;
input reset;
output reg p;
 reg [1:0] state,next_state;
 always@ (posedge clk)
    begin
    if(reset)
    state<=2'b00;
    else 
    state<=next_state;
   end
   always @(state,a)
   begin
   case (state)
   2'b00:begin
         if(a==0)
         next_state<=2'b00;
         else
         next_state<=2'b01;
         p<=0;
        end
   2'b01:begin
         if(a==1)
         next_state<=2'b10;
         else
         next_state<=2'b00;
             p<=1;
        end
   2'b10:begin 
         if(a==0)
         next_state<=2'b00;
         else next_state<=2'b10;
            p<=0;
         end
   default: begin
         next_state<=2'b00;
          p<=0;
        end
        endcase
      end
endmodule
module ClkDiv(Clk, Rst, ClkOut);
   input Clk, Rst;
   output reg ClkOut;
  parameter DivVal = 49999;  
   reg [25:0] DivCnt;
   reg ClkInt;
   always @(posedge Clk) begin
      if( Rst == 1 )begin
         DivCnt <= 0;
         ClkOut <= 0;
         ClkInt <= 0;
      end
      else begin
         if( DivCnt == DivVal ) begin
            	ClkOut <= ~ClkInt;
            	ClkInt <= ~ClkInt;
            	DivCnt <= 0;
         end
         else begin
            	ClkOut <= ClkInt;
            	ClkInt <= ClkInt;
            	DivCnt <= DivCnt + 1;
         end
      end
   end
endmodule
`timescale 1ns / 1ps
module Top_Level_Design(CLK100MHZ, BTNU, BTNL, BTNC, BTNR, LED, CA, CB, CC, CD, CE, CF, CG, AN);
 input CLK100MHZ; 
 input BTNU;  
 input BTNL, BTNC, BTNR;  
 output [0:0] LED;  
 output CA, CB, CC, CD, CE, CF, CG;  
 output [7:0] AN;  
wire Clkout;
wire[5:0] Number_out;
wire s1;
wire s2;
wire s3;
ClkDiv a1(CLK100MHZ, 1'b0, Clkout);
Button b1(Clkout,BTNL,BTNU,s1);
Button b2(Clkout,BTNC,BTNU,s2);
Button b3(Clkout,BTNR,BTNU,s3);
VendingMachine a2(Clkout, BTNU, Number_out, LED, s1, s2, s3);   
TwoDigitDisplay a3 (CLK100MHZ, Number_out, CA,CB,CC,CD,CE,CF,CG,AN);   
endmodule
`timescale 1ns / 1ps
module TwoDigitDisplay(CLK100MHZ, SW, CA,CB,CC,CD,CE,CF,CG,AN);
    input  CLK100MHZ;
    input  [6:0] SW;
    output CA,CB,CC,CD,CE,CF,CG;  
    output reg [7:0] AN;  
    reg  [3:0] in4;        
    reg  [3:0] firstdigit;
    reg  [3:0] seconddigit;
    SevenSegment a1(in4,CA,CB,CC,CD,CE,CF,CG);
    reg  [19:0] cnt;
    always @(posedge CLK100MHZ) begin
        cnt <= cnt + 1;
    end
    always @(SW) begin
            if (SW < 100)
                begin
                    firstdigit <= SW%10;
                    seconddigit <= SW/10;
                end 
             else
             begin
                    firstdigit <= 4'b1111;
                    seconddigit <= 4'b1111;
             end
    end
    always @(cnt) begin
        case(cnt[19:17])   
            3'b000: begin AN <= 8'b11111110; in4 <= firstdigit; end
            3'b001: begin AN <= 8'b11111101; in4 <= seconddigit; end
            default: begin AN <= 8'b11111111; in4 <= 4'b1111; end 
        endcase
     end
endmodule
`timescale 1ns / 1ps
module VendingMachine(Clk, Rst, Number, C, N, D, Q);
    input Clk, Rst, N, D, Q;
    output reg [5:0] Number, C;
    parameter S_0=0, S_5=1, S_10=2,  S_15=3,  S_20=4, S_25=5, S_30=6, S_35=7, S_40=8, S_45=9, S_50=10;
    reg [3:0] State, StateNext;
    always @ (State, N, D, Q) begin
        case (State)
            S_0: begin
                Number <= 6'd0;
                C<=1'b0;
                if (N == 1 && D == 0 && Q == 0) 
                    StateNext <= S_5;
                else if (N == 0 && D == 1 && Q == 0) 
                    StateNext <= S_10;
                else if (N == 0 && D == 0 && Q == 1) 
                    StateNext <= S_25;
                else
                    StateNext <= S_0;
            end
            S_5: begin
                Number<=6'b000101;
                C<=0;
                if (N == 1 && D == 0 && Q == 0) 
                    StateNext <= S_10;
                else if (N == 0 && D == 1 && Q == 0) 
                    StateNext <= S_15;
                else if (N == 0 && D == 0 && Q == 1) 
                    StateNext <= S_30;
                else
                    StateNext <= S_5;
            end     
            S_10:
            begin
                Number<=6'b001010;
                C<=0;
                if (N == 1 && D == 0 && Q == 0) 
                    StateNext <= S_15;
                else if (N == 0 && D == 1 && Q == 0) 
                    StateNext <= S_20;
                else if (N == 0 && D == 0 && Q == 1) 
                    StateNext <= S_35;
                else
                    StateNext <= S_10;
            end
            S_15:
            begin
                Number<=6'b001111;
                C<=0;
                if (N == 1 && D == 0 && Q == 0) 
                    StateNext <= S_20;
                else if (N == 0 && D == 1 && Q == 0) 
                    StateNext <= S_25;
                else if (N == 0 && D == 0 && Q == 1) 
                    StateNext <= S_40;
                else
                    StateNext <= S_15;
            end
            S_20:
            begin
                Number<=6'b010100;
                C<=0;
                if (N == 1 && D == 0 && Q == 0) 
                    StateNext <= S_25;
                else if (N == 0 && D == 1 && Q == 0) 
                    StateNext <= S_30;
                else if (N == 0 && D == 0 && Q == 1) 
                    StateNext <= S_45;
                else
                    StateNext <= S_20;
            end
            S_25:
            begin
                Number<=6'b011001;
                C<=0;
                if (N == 1 && D == 0 && Q == 0) 
                    StateNext <= S_25;
                else if (N == 0 && D == 1 && Q == 0) 
                    StateNext <= S_35;
                else if (N == 0 && D == 0 && Q == 1) 
                    StateNext <= S_50;
                else
                    StateNext <= S_25;
            end
            S_30:
            begin
                Number<=6'b000000;
                C<=1;
                StateNext<=S_30;
            end
            S_35:
            begin
                Number<=6'b000101;
                C<=1;
                StateNext<=S_35;
            end
            S_40:
            begin
                Number<=6'b001010;
                C<=1;
                StateNext<=S_40;
            end
            S_45:
            begin
                Number<=6'b001111;
                C<=1;
                StateNext<=S_45;
            end
            S_50:
            begin
                Number<=6'b010100;
                C<=1;
                StateNext<=S_50;
            end     
        endcase
    end
    always @ (posedge Clk)
    begin   
        if(Rst==1)
            State<=S_0;
        else
            State<=StateNext;
    end
endmodule
==> reports/qor.txt <==
Outcome -> finished clean
Maximum capacitance violations -> 0
Peak Freq -> 417 MHz
Row cnt -> 29
#FFs+latches synth -> 74
Post-CTS setup buffer count -> 0
Cell taking the most area after synthesis -> dfxtp_1
Resize count post-CTS -> 0
Leakage -> 1.36 nW
Crit-path cells -> nor2_1 -> nand2_1 -> clkdlybuf4s50_1
CTS root buffer -> clkbuf_8
Worst hold start -> a3.cnt[0]$_DFF_P_
Port bufs -> 14
Io pins -> 21
Fin crit share -> 0.631
CTS buffer count -> 5
Area Growth Syn to Fin -> 8.24%
Final Max Slew Viols -> 0
First-pass GRT wire length -> 10100 um
Worst r2r dst -> a1.DivCnt[19]$_SDFF_PN0_
Tool warnings -> 25
Share of layout cells above drive strength 1 -> 0.0519
Combinational Area -> 1760 um^2
Async SR Flop Fraction -> 0
Vias in the first global route -> 2332
Mapped Area -> 3310 um^2
Top area contributor share -> 0.339
Gr usage total -> 0.176
Hold Path Class -> reg2reg
DR iter-0 viols -> 88
Post-DRT Antenna Nets -> 0
Clock Path Buffers -> 2
Die Wd -> 83.3 um
Core Util at FP -> 0.518
First-pass DRT Iterations -> 4
Post-CTS Hold Fix Bufs -> 0
Cell area after placement -> 3460 um^2
Setup Skew -> 0.00743 ns
R2r worst-path depth -> 6
DP Wirelength -> 3870 um
Routability cong. -> 0.842
Yosys top cell by instances -> dfxtp_1
Final wirelength -> 5340 um
Yosys cell count -> 378
Register pins left without a clock -> 27
Crit-path slowest cell -> nor2_1
PD cells -> 244 nW/um^2
Number of unconstrained endpoints -> 35
Largest delay share family, worst path -> simple AND/OR/NAND/NOR gates
Top cells, area -> dfxtp_1 (34%), dlxtn_1 (7.7%), xnor2_1 (6.9%), nor2_1 (4.1%), xor2_1 (4.0%)
Critical path endpoint category -> output pin
Post-synth top cells -> dfxtp_1 (56), nor2_1 (36), xnor2_1 (26), nand2_1 (21)
Yosys warns -> 7
Final Hold Violation Tally -> 0
FF-to-FF Start -> a1.DivCnt[0]$_SDFF_PN0_
Setup TNS -> 0 ns
Design area -> 3580 um^2
Post-synthesis cell count -> 378
Synth Flop Type -> dfxtp_1
Unique cell types -> 60
Post-synth EDFFs -> 1
Clk slew on worst S/H paths -> 0.08 ns
RSZ-0062 raised after global routing -> no
Reg area -> 1410 um^2
Mapped Avg Cell Area -> 8.75 um^2
Fill cells -> 546
Relative slew slack -> 0.582
Worst slew pin tran -> 0.626 ns
Vias per std cell -> 5.35
Critical path class -> reg2out
Crit path largest cell delay -> 0.49 ns
Endpoints failing setup -> 0
CTS tree -> yes
Die height -> 83.3 um
Maximum number of pins on one net before global-route repair -> 22
Antenna fix cells -> 0
Initial antenna violation count -> 0
Core area -> 6390 um^2
H-tree levels -> 2
Hold endpoint -> a3.cnt[0]$_DFF_P_
Tmin final -> 2.40 ns
Crit-path max FO -> 11
Latency at later pin -> 0.30 ns
Post-route DRC -> 0
WP data arrival -> 1.64 ns
Total grt overflow -> 0
Yosys chip area -> 3310 um^2
Chip area -> 6950 um^2
CP Buf/Inv Count -> 1
Worst Path Required -> 3.04 ns
Hold path cells -> 1
Vias -> 2471
Peak supply drop -> 0.330 mV
Register-to-register setup slack -> 1.86 ns
DR WL/cell -> 11.6 um
Critical Path Source Type -> register
sequential cells by signal (all words and copies together), names as in the netlist:
register,cells
a2.Number,5
b2.state,2
a2.StateNext,4
b3.state,2
a2.State,4
a3.a1.CG,1
a3.a1.CC,1
a1.ClkOut,1
a3.a1.CF,1
a2.C,1
a3.cnt,20
a3.a1.CE,1
b1.state,2
a3.a1.CD,1
a3.a1.CB,1
a3.a1.CA,1
a1.DivCnt,26
kinds of logic after synthesis:
family,synth area share
xor+xnor,0.109
compound gates,0.127
mux,0.00643
latches,0.0772
buf+inv,0.0484
flops,0.348
simple gates,0.272
other cells,0.00113
fa+ha+maj,0.0113
how the worst max path moves through the flow:
stage,cells after the start,end,from
CTS,3,AN[0],a3.cnt[18]$_DFF_P_
finish,3,AN[0],a3.cnt[18]$_DFF_P_
global route,3,AN[0],a3.cnt[19]$_DFF_P_
final cells by class:
class | instances | area share
Inverter | 14 | 0.0147
Clock buffer | 6 | 0.0231
Multi-Input combinational cell | 274 | 0.492
Tap cell | 77 | 0.0269
Timing Repair Buffer | 15 | 0.0412
Sequential cell | 74 | 0.393
Clock inverter | 2 | 0.00978
power breakdown:
group / switching [mW] / total [mW] / internal, mW
Sequential: 0 / 0.494 / 0.494
Combinational: 0.00234 / 0.00702 / 0.00468
Clock: 0.159 / 0.372 / 0.213
Total: 0.161 / 0.872 / 0.711
routing by layer:
metal,part of all wire,global-route usage,vias up
met2,0.44,0.284,27
met1,0.53,0.271,1113
li1,-,-,1326
met3,0.020,0.0202,5
met4,0.012,0.0204,0
met5,0,0,-
through the flow:
step / std cells / setup slack (ns) / util / power [mW] / hold slack [ns]
after global routing: 462 / 1.20 / 0.561 / 0.912 / 0.460
after global placement: 454 / 1.76 / 0.542 / 0.513 / 0.411
final: 462 / 1.40 / 0.561 / 0.872 / 0.427
after detailed placement: 454 / 1.73 / 0.542 / 0.513 / 0.410
after CTS: 462 / 1.39 / 0.561 / 0.886 / 0.430
after floorplan: 383 / 2.06 / - / 0.512 / 0.391
cell usage in the layout (no fill, tap or decap), drive strengths merged, types with 6 or more instances in the layout:
cell,netlist,layout
nor2,36,36
nand4,10,10
o21ai,15,15
clkdlybuf4s50,0,14
clkbuf,9,6
inv,14,14
xnor2,26,26
nor2b,13,13
dlxtn,17,17
xor2,15,15
nor4,10,10
nand2b,12,12
nor3,8,8
nand3,17,17
nand2,21,21
dfxtp,56,56
a21oi,13,13
and3,7,7
conb,1,6
Power is estimated from default activity; no workload was simulated.
